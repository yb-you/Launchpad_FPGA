### design/flow/design.v
`timescale 1ns / 1ps
module textlcd(
	input		RESET,			 
	input		CLK,				 
	output wire	LCD_RS,		 
	output wire	LCD_RW,		 
	output reg	LCD_EN,		 
	output wire	[7:0]	LCD_DATA,
	input		[3:0]	LEFT_KEY,
	input Mode_Switch
);
reg	[31:0] 	cnt;		 
reg	[2:0]		status;	 
reg	[10:0]	delay_lcdclk;	 
reg	[5:0]		count_lcd;		 
reg	[127:0] 	line_1;
reg	[127:0] 	line_2;
reg 	[8:0] 	set_data;
reg LEFT_K0;
reg LEFT_K1;
reg LEFT_K2;
reg LEFT_K3;
reg Rec_on;
reg [26:0] Rec_cnt;
reg		[26:0] Rec_wait;
reg		Rec_start;
always @ (posedge CLK or posedge RESET)
begin
	if (RESET)
		cnt <= 25'd0;
	else
		begin
			if (cnt < 25'd23999999)		
				cnt <= cnt + 25'd1;
			else
			   cnt <= 25'd0;
		end
end
always @ (posedge CLK or posedge RESET)
begin
	if (RESET)
		status <= 3'd0;
	else
		begin
			if (cnt == 25'd23999999)
			begin
				if(status == 3'd7)		
					status <= 3'd0;
				else
					status <= status + 3'd1;
			end
		end
end
always @(posedge RESET or posedge CLK)
begin
	if(RESET)
		begin
			delay_lcdclk	<=	11'd0;
			count_lcd		<=	6'd0; 
			LCD_EN		<=	1'b0;
			LEFT_K0 <= 0;
			LEFT_K1 <= 0;
			LEFT_K2 <= 0;
			LEFT_K3 <= 0;
			line_1	<= {"Select LEFT_KEY "};
			line_2	<= {"1Fre2REC3BK24BK1"};
			Rec_on <=0;
			Rec_cnt <=27'd0;
			Rec_wait <= 27'd0;
			Rec_start <=0;
		end
	else
		begin
			if (delay_lcdclk < 11'd2000)
				delay_lcdclk <=  delay_lcdclk + 11'd1;
			else
				delay_lcdclk <= 11'd0;
			if (delay_lcdclk == 11'd0)
				begin
					if (count_lcd < 6'd40)
						count_lcd <= count_lcd + 6'd1;
					else
						count_lcd <= 6'd7;
				end
			if (delay_lcdclk == 11'd200)
				LCD_EN <= 1'b1;
			else if (delay_lcdclk == 11'd1800)
				LCD_EN <= 1'b0;
			if(LEFT_KEY[0]==1) begin
				LEFT_K0<=1;
				LEFT_K1<=0;
				LEFT_K2<=0;
				LEFT_K3<=0;
				Rec_on<= 0;
			   Rec_start <=0; end
			else if(LEFT_KEY[1]==1) begin
				LEFT_K0<=0;
				LEFT_K1<=1;
				LEFT_K2<=0;
				LEFT_K3<=0;
				Rec_on<= 0;
			   Rec_start <=0; end	
			else if(LEFT_KEY[2]==1) begin
				LEFT_K0<=0;
				LEFT_K1<=0;
				LEFT_K2<=1;
				LEFT_K3<=0;end	
			else if(LEFT_KEY[3]==1) begin
				LEFT_K0<=0;
				LEFT_K1<=0;
				LEFT_K2<=0;
				LEFT_K3<=1;
				Rec_on<= 0;
			   Rec_start <=0; end
			if(LEFT_K0==1)
				begin
					line_1 <= {"Mode Bank1      "};
					case(status)
						3'd0 : begin line_2 <= {"A Flightless Air"}; end
						3'd1 : begin line_2 <= {" Flightless Airp"}; end
						3'd2 : begin line_2 <= {"Flightless Airpl"}; end
						3'd3 : begin line_2 <= {"lightless Airpla"}; end
						3'd4 : begin line_2 <= {"ightless Airplan"}; end
						3'd5 : begin line_2 <= {"ghtless Airplane"}; end
						3'd6 : begin line_2 <= {"htless Airplane "}; end
						3'd7 : begin line_2 <= {"tless Airplane  "}; end
					endcase
				end
			else if(LEFT_K1==1)
				begin line_1 <= {"Mode Bank2      "}; line_2 <= {"Toy Forest      "}; end
			else if(LEFT_K2==1) 
			begin 
				if(LEFT_KEY[2]==1)
				begin
					if(Rec_on ==0)
					begin
							if(Rec_cnt >27'd71999999)
							begin
									Rec_on <=1;
									Rec_cnt<= 27'd0;
							end
							else	begin	Rec_cnt<= Rec_cnt+ 27'd1;	end
					end
				Rec_wait <=27'd0;	
				end
				else begin Rec_cnt<= 27'd0; end
				if((Rec_on==1) && (LEFT_KEY[2]==0))
				begin 
					if(Rec_wait>27'd71999999)
					begin
							Rec_start <=1;
							Rec_wait <=27'd0;
					end
					else begin Rec_wait <= Rec_wait + 27'd1; end
					if(Rec_start==1)
					begin
						begin line_1 <= {"Mode Record     "}; line_2 <= {"Recoding...     "}; end
					end
				end
				else
					begin line_1 <= {"Mode Record     "}; line_2 <= {"Stay push L_SW2 "}; end
			end	 
			else if(LEFT_K3==1)
			begin
				if(!Mode_Switch)
					begin line_1 <= {"Mode Free       "}; line_2 <= {"Scale scale     "}; end
				else
					begin line_1 <= {"Mode Free       "}; line_2 <= {"Scale Arpeggio  "}; end
			end		
	end
end
initial
begin
	line_1	<= {"Select LEFT_KEY "};
	line_2	<= {"1Fre2REC3BK24BK1"};
end
always @(posedge RESET or posedge CLK)
begin
	if (RESET)
		set_data <= 9'd0;
	else
		begin
			case (count_lcd)
				16'd0		:	set_data	<=	{1'b0, 8'h38};	 
				16'd1		:	set_data	<=	{1'b0, 8'h38};	 
				16'd2		:	set_data	<=	{1'b0, 8'h0e};  
				16'd3		:	set_data	<=	{1'b0, 8'h06};  
				16'd4		:	set_data	<=	{1'b0, 8'h02};	 
				16'd5		:	set_data	<=	{1'b0, 8'h01};	 
				16'd6		:	set_data	<=	{1'b0, 8'h80};	 
				16'd7		:	set_data	<=	{1'b1, line_1[127:120]};
				16'd8		:	set_data	<=	{1'b1, line_1[119:112]};
				16'd9		:	set_data	<=	{1'b1, line_1[111:104]};
				16'd10	:	set_data	<=	{1'b1, line_1[103:96]};
				16'd11	:	set_data	<=	{1'b1, line_1[95:88]};
				16'd12	:	set_data	<=	{1'b1, line_1[87:80]};
				16'd13	:	set_data	<=	{1'b1, line_1[79:72]};
				16'd14	:	set_data	<=	{1'b1, line_1[71:64]};
				16'd15	:	set_data	<=	{1'b1, line_1[63:56]};
				16'd16	:	set_data	<=	{1'b1, line_1[55:48]};
				16'd17	:	set_data	<=	{1'b1, line_1[47:40]};
				16'd18	:	set_data	<=	{1'b1, line_1[39:32]};
				16'd19	:	set_data	<=	{1'b1, line_1[31:24]};
				16'd20	:	set_data	<=	{1'b1, line_1[23:16]};
				16'd21	:	set_data	<=	{1'b1, line_1[15:8]};
				16'd22	:	set_data	<=	{1'b1, line_1[7:0]};
				16'd23	:	set_data	<=	{1'b0, 8'hc0};		 
				16'd24	:	set_data	<=	{1'b1, line_2[127:120]};	
				16'd25	:	set_data	<=	{1'b1, line_2[119:112]};
				16'd26	:	set_data	<=	{1'b1, line_2[111:104]};
				16'd27	:	set_data	<=	{1'b1, line_2[103:96]};
				16'd28	:	set_data	<=	{1'b1, line_2[95:88]};	
				16'd29	:	set_data	<=	{1'b1, line_2[87:80]};
				16'd30	:	set_data	<=	{1'b1, line_2[79:72]};
				16'd31	:	set_data	<=	{1'b1, line_2[71:64]};
				16'd32	:	set_data	<=	{1'b1, line_2[63:56]};	
				16'd33	:	set_data	<=	{1'b1, line_2[55:48]};
				16'd34	:	set_data	<=	{1'b1, line_2[47:40]};
				16'd35	:	set_data	<=	{1'b1, line_2[39:32]};
				16'd36	:	set_data	<=	{1'b1, line_2[31:24]};	
				16'd37	:	set_data	<=	{1'b1, line_2[23:16]};
				16'd38	:	set_data	<=	{1'b1, line_2[15:8]};
				16'd39	:	set_data	<=	{1'b1, line_2[7:0]};
				16'd40	:	set_data	<=	{1'b0, 8'h02};	 
				16'd41	:	set_data	<=	{1'b0, 8'h02};	 
				default	:	begin end
			endcase
		end
end
assign LCD_RS = set_data[8];
assign LCD_RW = 1'b0;
assign LCD_DATA = set_data[7:0];
endmodule
### design/flow/constraint.sdc
current_design textlcd

set clk_period 6.5
set clk_io_pct 0.2

create_clock -name clk0 -period $clk_period [get_ports {CLK}]

set non_clock_inputs [all_inputs -no_clocks]
set_input_delay [expr $clk_period * $clk_io_pct] -clock clk0 $non_clock_inputs
set_output_delay [expr $clk_period * $clk_io_pct] -clock clk0 [all_outputs]
### design/flow/run.sh
#!/bin/bash
# OpenROAD 26Q1-2900-gdf79404cd8, Yosys 0.63+post, stock flow scripts
make -C /OpenROAD-flow-scripts/flow DESIGN_CONFIG=/design/flow/config.mk WORK_HOME=/design/flow/orfs finish
### design/flow/config.mk
export PLATFORM = sky130hd
export DESIGN_NAME = textlcd
export DESIGN_NICKNAME = textlcd
export VERILOG_FILES = /design/flow/design.v
export SDC_FILE = /design/flow/constraint.sdc
export NUM_CORES = 4
export LEC_CHECK = 1
export CORE_UTILIZATION = 40
==> flow_summary.toml <==
# synthesis and place-and-route metrics
[clocking]
path_clk_slew_ps = 60
htreeDepth = 1
tritoncts = "done"
root_buffer = "clkbuf_16"
clk_latency_ps = 550
cts.path.max_buffers = 3
post_cts_buffers = 0
cts_made_buffers = 27
numClockSinks = 237
ctsResizeCount = 0
postCtsHoldBufs = 0

[synthesis]
syn_avg_cell_area_um2 = 9.03
flop_cell = "dfrtp_1"
yosys_warnings = 1
topCellsByArea = "dfrtp_1 (36%), dfstp_2 (11%), nor2_1 (4.8%), nand2_1 (4.7%), o21ai_0 (3.2%)"
syn-instance-count = 1428
most_common_cell = "dfrtp_1"
synthArstFlopShare = 1.00
ys_ff = 237
synth_cell_type_count = 87
edf_count = 0
ys_top_cells_by_count = "dfrtp_1 (185), nor2_1 (164), nand2_1 (163)"
ys_area_mm2 = 0.0129
ys_cells = 1428
ys_seq_share = 0.465
netlist_area_mm2 = 0.0129
synth.largest_area_cell = "dfrtp_1"
netlist.area_leader.share = 0.359

[setup_path]
critPathMaxFanout = 42
arrival_ps = 4190
startpoint_type = "input pin"
end_kind = "flip-flop"
critPathKind = "input pin to flip-flop"
cp.required_ps = 6970

[route]
remaining_drc_errors = 0
first_pass_iters = 5
diodes = 0
dr_total_vias = 11200
detail_route.wl_per_cell_um = 20.2
ant_nets = 0
drt_wl_total_um = 37000
drt_iter0_markers = 1141
routed_via_density = 6.08

[placed_design]
port_buffers = 16
hpwlAfterDp_um = 24100
gp_congestion = 0.963

[cells_and_area]
area_growth_pct = 11.0
drive_above_1_share = 0.112

[final_timing]
fin_skew_ps = 16.2
finalSetupViolations = 0
slew_viol_final = 0
fmax_mhz = 269
rsz0062_at_grt = "no"
worst_pin_slew_ps = 1030
finalHoldViolCount = 0
setup_tns_ps = 0
slew_headroom = 0.309
finalCriticalPeriod_ps = 3720
finalCritPeriodShare = 0.573

[run]
drv_cap = 0
warning_count = 37

[status]
status = "finished, final reports clean"

[power]
power_mw = 3.48
p_leak_nw = 5.89
peakVddDrop_mv = 0.196
power-per-cell-area_mw_per_mm2 = 243

[global_routing]
gr-total-overflow = 0
grt_pass1_wl_um = 60100
antenna_found_initial = 0
grt_start_max_net_pins = 122
grt_pass1_vias = 10600
grt_usage = 0.239

[floorplan]
fp_util = 0.408
io_pins = 18
rows = 65
die-area_mm2 = 0.0330
fp.dieW_um = 182
core_mm2 = 0.0316
die_y_um = 182

[worst_hold_path]
hold_class = "flip-flop to flip-flop"
==> path summary, 6_finish.rpt <==
check / startpoint / endpoint / slack (ps) / cells past startpoint
min in group asynchronous: RESET / Rec_cnt[6] / 1170 / 2
worst min-delay path: line_1[58] / line_1[58] / 460 / 2
worst max-delay path: LEFT_KEY[2] / line_2[86] / 2780 / 7
max in group asynchronous: RESET / line_2[6] / 4230 / 3
worst min register to register: line_1[58] / line_1[58] / 460 / 2
worst max register to register: count_lcd[2] / set_data[0] / 3450 / 8
==> layer usage <==
metal  track usage  routed length (um)
met1         0.355               16200
met2         0.344               16100
met3        0.0734                3220
met4        0.0756                1530
met5             0                   0
==> power breakdown <==
part | total (mW) | switching, mW | internal (mW)
clock network | 1.64 | 0.638 | 1.00
registers | 1.63 | 0.0565 | 1.57
logic | 0.213 | 0.142 | 0.0710
total | 3.48 | 0.836 | 2.64
==> cell usage in the layout (no fill, tap or decap), types with 20 or more instances in the layout <==
master and n:
nor2_1 164, a22oi_1 23, nand4_1 37, inv_1 30, dfstp_2 52, a21oi_1 72
a22o_1 20, clkbuf_16 27, nor3_1 30, nand3_1 63, a31oi_1 59, xor2_1 23
buf_4 31, and3_1 31, o21ai_0 82, nand2_1 163, dfrtp_1 185
==> cells by family after synthesis <==
group	after synthesis	share of synthesized area
other	1	0.000291
and+or+nand+nor	596	0.228
muxes	15	0.0127
adders and majority gates	17	0.0165
DFF	237	0.465
xor gates and xnor gates	35	0.0238
AOI/OAI and AO/OA	395	0.206
buffers and inverters	132	0.0479
==> registers in the layout, summed over array words and instances, names as in the netlist <==
signal	flops
status	3
Rec_cnt	27
line_1	12
LCD_EN	1
delay_lcdclk	11
Rec_wait	27
cnt	32
LEFT_K0	1
Rec_start	1
count_lcd	6
Rec_on	1
set_data	9
LEFT_K1	1
LEFT_K3	1
LEFT_K2	1
line_2	103
==> final cells by class <==
cell class	count	area (um2)
inverter	32	124
multi-input combinational	1066	6320
fill	2964	17300
clock inverter	12	173
timing repair buffer	48	413
clock buffer	38	787
tap	402	503
sequential	237	6000
==> critical path, stage by stage <==
cell             delay, ps
clkdlybuf4s50_1        570
nand3b_1               340
nor2_1                 270
o21a_2                 760
buf_4                  500
nor3_1                 140
a211o_1                300
==> through the flow <==
step                std cells   util  instance area (um2)  hold WS, ps  worst slack [ps]
floorplan                1435      -                12900          425              2140
global placement         1785  0.422                13400          449              2380
detailed placement       1785  0.422                13400          454              2250
CTS                      1835  0.453                14300          465              2830
global route             1835  0.453                14300          490              2640
finish                   1835  0.453                14300          464              2780
Power is estimated from default activity; no workload was simulated.
